`/design/flow/config.mk`:
```
export PLATFORM = sky130hd
export DESIGN_NAME = AddSub
export DESIGN_NICKNAME = AddSub
export VERILOG_FILES = /design/flow/design.v
export SDC_FILE = /design/flow/constraint.sdc
export NUM_CORES = 4
export LEC_CHECK = 1
export CORE_UTILIZATION = 30
```
`/design/flow/constraint.sdc`:
```
current_design AddSub

set clk_period 13.7
set clk_io_pct 0.2

create_clock -name clk0 -period $clk_period

set non_clock_inputs [all_inputs -no_clocks]
set_input_delay [expr $clk_period * $clk_io_pct] -clock clk0 $non_clock_inputs
set_output_delay [expr $clk_period * $clk_io_pct] -clock clk0 [all_outputs]
```
`/design/flow/design.v`:
```
module ALUunit (alufun,a,b,carryin,result,carryout);
	input	a,b,alufun,carryin;
	output	reg		result,carryout;
	always @(*) 
	begin 
		if(alufun == 1) 
		begin
			if(a == 1&&b == 0)
			begin
				result = carryin;
				carryout = 1;
			end
			else if(a == 0&&b == 1)
			begin
				result = carryin;
				carryout = 0;
			end
			else
			begin
				if(carryin == 1) 
				begin
					result = 0;
					carryout = 1;
				end
				else
				begin
					result = 1;
					carryout = 0;
				end
			end
		end
		else
		begin
			if(a == 1&&b == 1)
			begin
				result = carryin;
				carryout = 1;
			end
			else if(a == 0&&b == 0)
			begin
				result = carryin;
				carryout = 0;
			end
			else
			begin
				if(carryin == 1) 
				begin
					result = 0;
					carryout = 1;
				end
				else
				begin
					result = 1;
					carryout = 0;
				end
			end
		end
	end
endmodule
module AddSub (s,A,B,alufun,result,zero,overflow,negative);
	input			s,alufun;
	input	[31:0]	A,B;
	output	[31:0]	result;
	output			zero,overflow,negative;
	wire	[31:0]	CO;
	ALUunit alu0(alufun,A[0],B[0],alufun,result[0],CO[0]);
	ALUunit alu1(alufun,A[1],B[1],CO[0],result[1],CO[1]);
	ALUunit alu2(alufun,A[2],B[2],CO[1],result[2],CO[2]);
	ALUunit alu3(alufun,A[3],B[3],CO[2],result[3],CO[3]);
	ALUunit alu4(alufun,A[4],B[4],CO[3],result[4],CO[4]);
	ALUunit alu5(alufun,A[5],B[5],CO[4],result[5],CO[5]);
	ALUunit alu6(alufun,A[6],B[6],CO[5],result[6],CO[6]);
	ALUunit alu7(alufun,A[7],B[7],CO[6],result[7],CO[7]);
	ALUunit alu8(alufun,A[8],B[8],CO[7],result[8],CO[8]);
	ALUunit alu9(alufun,A[9],B[9],CO[8],result[9],CO[9]);
	ALUunit alu10(alufun,A[10],B[10],CO[9],result[10],CO[10]);
	ALUunit alu11(alufun,A[11],B[11],CO[10],result[11],CO[11]);
	ALUunit alu12(alufun,A[12],B[12],CO[11],result[12],CO[12]);
	ALUunit alu13(alufun,A[13],B[13],CO[12],result[13],CO[13]);
	ALUunit alu14(alufun,A[14],B[14],CO[13],result[14],CO[14]);
	ALUunit alu15(alufun,A[15],B[15],CO[14],result[15],CO[15]);
	ALUunit alu16(alufun,A[16],B[16],CO[15],result[16],CO[16]);
	ALUunit alu17(alufun,A[17],B[17],CO[16],result[17],CO[17]);
	ALUunit alu18(alufun,A[18],B[18],CO[17],result[18],CO[18]);
	ALUunit alu19(alufun,A[19],B[19],CO[18],result[19],CO[19]);
	ALUunit alu20(alufun,A[20],B[20],CO[19],result[20],CO[20]);
	ALUunit alu21(alufun,A[21],B[21],CO[20],result[21],CO[21]);
	ALUunit alu22(alufun,A[22],B[22],CO[21],result[22],CO[22]);
	ALUunit alu23(alufun,A[23],B[23],CO[22],result[23],CO[23]);
	ALUunit alu24(alufun,A[24],B[24],CO[23],result[24],CO[24]);
	ALUunit alu25(alufun,A[25],B[25],CO[24],result[25],CO[25]);
	ALUunit alu26(alufun,A[26],B[26],CO[25],result[26],CO[26]);
	ALUunit alu27(alufun,A[27],B[27],CO[26],result[27],CO[27]);
	ALUunit alu28(alufun,A[28],B[28],CO[27],result[28],CO[28]);
	ALUunit alu29(alufun,A[29],B[29],CO[28],result[29],CO[29]);
	ALUunit alu30(alufun,A[30],B[30],CO[29],result[30],CO[30]);
	ALUunit alu31(alufun,A[31],B[31],CO[30],result[31],CO[31]);
	assign overflow = s?(CO[30]^CO[31]):0;
	assign zero = ~|result;
	assign negative = s?result[31]:~CO[31];
endmodule
module CMP(sign,zero,overflow,negative,alufun,result);
	input				zero,overflow,negative,sign;
	input		[2:0]	alufun;
	output	reg	[31:0]	result;
			wire		n_negative;
	parameter	EQ = 3'b001;
	parameter	NEQ = 3'b000;
	parameter	LT = 3'b010;
	parameter	LEZ = 3'b110;
	parameter	LTZ = 3'b101;
	parameter	GTZ = 3'b111;
	assign	n_negative = sign?overflow^negative:negative;
	always @(*)
	begin
		case(alufun)
			EQ:result = zero?32'd1:0;
			NEQ:result = zero?0:32'd1;
			LT:result = n_negative?32'd1:0;
			LEZ:result = (zero||n_negative)?32'd1:0;
			LTZ:result = n_negative?32'd1:0;
			GTZ:result = ~(zero||n_negative)?32'd1:0;
			default:result = 0;
		endcase
	end
endmodule
module Logic(A,B,alufun,result);
	input		[31:0]	A,B;
	input		[3:0]	alufun;
	output	reg	[31:0]	result;
	parameter	AND = 4'b1000;
	parameter	OR	= 4'b1110;
	parameter	XOR	= 4'b0110;
	parameter	NOR	= 4'b0001;
	parameter	a= 4'b1010;
	always @(*)
	begin
		case(alufun)
			AND:result = A&B;
			OR:	result = A|B;
			XOR:result = A^B;
			NOR:result = ~(A|B);
			a:result = A;
			default:result = 31'd0;
		endcase  
	end
endmodule
module Shift(A,B,alufun,result);
	input		[31:0]	A,B;
	input		[1:0]	alufun;
	output	reg	[31:0]	result;
	parameter	SLL = 2'b00;
	parameter	SRL = 2'b01;
	parameter	SRA = 2'b11;
	always @(*)
	begin
		if(A[4] == 1)
		begin
			case(alufun)
				SLL:result = B<<16;
				SRL:result = B>>16;
				SRA:result = B>>>16;
				default:result = B<<16;
			endcase
		end
		else
			result = B;
		if(A[3] == 1)
		begin 
			case(alufun)
				SLL:result = result<<8;
				SRL:result = result>>8;
				SRA:result = result>>>8;
				default:result = result<<8;
			endcase
		end
		else
			result = result;
		if(A[2] == 1)
		begin 
			case(alufun)
				SLL:result = result<<4;
				SRL:result = result>>4;
				SRA:result = result>>>4;
				default:result = result<<4;
			endcase
		end
		else
			result = result;
		if(A[1] == 1)
		begin 
			case(alufun)
				SLL:result = result<<2;
				SRL:result = result>>2;
				SRA:result = result>>>2;
				default:result = result<<2;
			endcase
		end
		else
			result = result;
		if(A[0] == 1)
		begin 
			case(alufun)
				SLL:result = result<<1;
				SRL:result = result>>1;
				SRA:result = result>>>1;
				default:result = result<<1;
			endcase
		end
		else
			result =result;
	end
endmodule
```
`/design/flow/run.sh`:
```
#!/bin/bash
# OpenROAD 26Q1-2900-gdf79404cd8, Yosys 0.63+post, stock flow scripts
make -C /OpenROAD-flow-scripts/flow DESIGN_CONFIG=/design/flow/config.mk WORK_HOME=/design/flow/orfs finish
```
==> flow_metrics.py <==
# Auto-generated metrics
metrics = {
    "outcome": {
        "status": "finished, violations left",
        "failed_checks": "negative setup slack",
    },
    "power": {
        "pwr-share-comb": 1.000,
        "p_sw_mw": 0.0907,
        "swShare": 0.362,
        "p_seq_frac": 0,
        "p_int_mw": 0.160,
        "powerDensity_mw_per_mm2": 58.4,
        "power.leakage_nw": 1.86,
        "total_power_mw": 0.251,
        "clkPwrFrac": 0,
        "vdd_drop_max_uv": 25.1,
    },
    "floorplan": {
        "fp.dieW_um": 96.9,
        "floorplan.rows": 34,
        "coreArea_mm2": 0.00872,
        "ios": 101,
        "die-height_um": 96.9,
        "fp_util": 0.310,
        "dieArea_mm2": 0.00939,
    },
    "final_timing": {
        "report.final.setup_viol": 22,
        "worst_pin_slew_ns": 0.650,
        "rsz0062_at_grt": "true",
        "hold_viol": 0,
        "fmax_mhz": 40.1,
        "period_minus_slack_ns": 24.97,
        "fin_ws_ns": -11.27,
        "drv_slew": 0,
        "slew_headroom": 0.566,
        "finalClockPeriodUsage": 1.82,
    },
    "setup_path": {
        "worst_ep_required_time_ns": 10.96,
        "critPathMaxStageDelay_ns": 0.40,
        "crit_family": "adder cells",
        "cp.arrival_ns": 22.23,
        "cp_common_cell": "fa_2",
        "slowest_stage": "fa_2",
        "crit_path_start_kind": "input port",
        "crit_type": "in -> out",
        "cp-end-kind": "primary output",
        "cp_num_buf_inv": 3,
        "crit_path_max_fanout": 3,
    },
    "drt": {
        "drc": 0,
        "drt_iter0_markers": 44,
        "drt_pre_antenna_iters": 4,
        "ant_nets": 0,
        "viasPerCell": 4.10,
        "wl_mm": 5.38,
        "wl_per_cell_um": 10.7,
        "vias": 2062,
        "diodes": 0,
    },
    "synth": {
        "netlist_area_mm2": 0.00270,
        "area_leaders": "fa_1 (44%), mux2_2 (12%), xnor2_1 (9.7%)",
        "syn_inst": 278,
        "ys_cells": 278,
        "ys_seq_share": 0,
        "synth_area_per_cell_um2": 9.72,
        "synth_cell_types": 27,
        "yosys_warnings": 1,
        "yosys_area_mm2": 0.00270,
        "top_area_cell": "fa_1",
        "top_area_frac": 0.444,
    },
    "grt": {
        "grt_pass1_vias": 2101,
        "antenna_found_initial": 0,
        "grt_use_total": 0.123,
        "grt_pass1_wl_mm": 9.24,
        "grt_max_degree": 45,
        "grt-ovfl-total": 0,
    },
    "min_path": {
        "worstHoldStart": "B[0]",
        "hp-class": "in -> out",
        "hold_path_end": "result[0]",
        "holdPathStages": 4,
    },
    "flow_run": {
        "drv_cap": 0,
        "warnings": 65,
    },
    "placement": {
        "dp_cells": 491,
        "place_ws_ns": -12.12,
        "place_congestion": 0.786,
        "port_buffers": 101,
        "hpwl_mm": 4.66,
    },
    "cells_and_area": {
        "seq_cells": 0,
        "fillers": 789,
        "drive_above_1_share": 0.473,
        "seq_area_um2": 0,
        "fin_cells": 503,
        "syn2layout_area_growth_pct": 58.8,
        "fin_util": 0.492,
        "clock_buffers": 0,
    },
    "clocking": {
        "cts_hold_buf": 0,
    },
}
==> cell families after synthesis <==
family                     Yosys count  share of synthesized area
xor gates and xnor gates            32                      0.104
AOI/OAI and AO/OA                    7                     0.0259
adders and majority gates           62                      0.454
muxes                               32                      0.131
buffers and inverters              102                      0.191
and+or+nand+nor                     43                     0.0940
==> final cells by class <==
cell class	count	area, µm²	share of cell area
tap	108	135	0.0315
multi-input combinational	176	2530	0.589
timing repair buffer	158	1400	0.326
inverter	61	229	0.0533
==> cells in the final DEF (no fill, tap or decap), types with 3 or more instances in the layout <==
cell,instances
buf_6,22
xnor2_2,3
clkdlybuf4s50_1,73
nor3_1,6
nand2b_1,4
mux2_4,27
fa_2,60
nand2_1,13
nor4_1,6
or2b_1,5
mux2i_4,3
buf_2,23
inv_1,59
xnor2_1,27
buf_4,36
==> power by group through the flow <==
stage                 sequential [mW]  clock [mW]  combinational [mW]
after CTS                           0           0               0.254
final                               0           0               0.251
after global routing                0           0               0.278
==> timing repair <==
item                                   4_1_cts  5_1_grt
setup endpoints to repair                   23       23
gates resized                              113        6
buffers inserted                            13        1
endpoints found under the hold margin        0        0
pin swaps                                   13        4
==> how the worst max path moves through the flow <==
stage	slack, ns	start	cells after the start	to
after global routing	-11.80	B[0]	68	zero
final	-11.27	B[0]	68	zero
after CTS	-11.38	B[0]	68	zero
==> cell usage after synthesis <==
| master | instances |
|---|---|
| nor3_1 | 6 |
| fa_1 | 60 |
| o22ai_1 | 2 |
| nand4b_1 | 2 |
| a221oi_2 | 1 |
| and3b_1 | 1 |
| or2b_1 | 5 |
| ha_1 | 2 |
| xnor2_1 | 30 |
| and2_1 | 1 |
| o32ai_1 | 1 |
| nand2b_1 | 4 |
| buf_2 | 8 |
| nor4_2 | 1 |
| xor2_1 | 2 |
| o221ai_2 | 1 |
| buf_4 | 33 |
| or2_2 | 1 |
| nor4_1 | 6 |
| a311o_1 | 1 |
| or4b_1 | 2 |
| a32oi_1 | 1 |
| mux2_2 | 28 |
| nor2_1 | 1 |
| inv_1 | 61 |
| mux2i_1 | 4 |
| nand2_1 | 13 |
==> per-layer routing <==
layer	track usage	up-vias	part of all wire
met2	0.205	60	0.50
met1	0.197	976	0.45
li1	-	1024	-
met4	0.00459	0	0.0035
met5	0	-	0
met3	0.00735	2	0.043
==> stage by stage <==
step	hold WS, ns	cell area [µm²]	TNS [ns]
CTS	6.18	4280	-146.48
floorplan	5.55	3020	-142.20
detailed placement	6.46	4190	-164.15
finish	6.18	4290	-144.92
global placement	6.46	4190	-161.41
global route	6.21	4290	-153.76
Power is estimated from default activity; no workload was simulated.
