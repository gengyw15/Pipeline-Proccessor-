File: ./design.v
`timescale 1ns/1ps
module RegFile (reset,clk,wr,addr1,addr2,addr3,data3,data1,data2);
input reset,clk;
input wr;
input [4:0] addr1,addr2,addr3;
output [31:0] data1,data2;
input [31:0] data3;
reg [31:0] RF_DATA[31:1];
integer i;                        
initial
begin
	for(i=1;i<32;i=i+1) RF_DATA[i]=32'b0;
end
assign data1=(addr1==5'b0)?32'b0:RF_DATA[addr1];	 
assign data2=(addr2==5'b0)?32'b0:RF_DATA[addr2];
always@(negedge reset or posedge clk) begin
	if(~reset) begin
		for(i=1;i<32;i=i+1) RF_DATA[i]<=32'b0;
	end
	else begin
		if(wr && addr3) RF_DATA[addr3] <= data3;
	end
end
endmodule
File: ./run.sh
#!/bin/bash
# OpenROAD 26Q1-2900-gdf79404cd8, Yosys 0.63+post, stock flow scripts
make -C /OpenROAD-flow-scripts/flow DESIGN_CONFIG=/design/flow/config.mk WORK_HOME=/design/flow/orfs finish
File: ./config.mk
export PLATFORM = sky130hd
export DESIGN_NAME = RegFile
export DESIGN_NICKNAME = RegFile
export VERILOG_FILES = /design/flow/design.v
export SDC_FILE = /design/flow/constraint.sdc
export NUM_CORES = 4
export LEC_CHECK = 1
export CORE_UTILIZATION = 50
File: ./constraint.sdc
current_design RegFile

set clk_period 8.1
set clk_io_pct 0.2

create_clock -name clk0 -period $clk_period [get_ports {clk}]

set non_clock_inputs [all_inputs -no_clocks]
set_input_delay [expr $clk_period * $clk_io_pct] -clock clk0 $non_clock_inputs
set_output_delay [expr $clk_period * $clk_io_pct] -clock clk0 [all_outputs]
==> flow_metrics.env <==
# yosys + openroad results
export IMPL_cp_end_kind="primary output"
export IMPL_top_regs="RF_DATA: 992 flops"
export IMPL_totalWireLength_um=260000
export IMPL_max_freq_mhz=135
export IMPL_yosys_most_used_dff="dfrtp_1"
export IMPL_cts_sinks=992
export IMPL_clockBufferDepth=3
export IMPL_outcome="finished, final reports clean"
export IMPL_die_h_um=328
export IMPL_fp_util_pct=50.4
export IMPL_yosysTopAreaCell="dfrtp_1"
export IMPL_fin_cells=6367
export IMPL_ctsResizeCount=0
export IMPL_tightestPinTransition_ps=1210
export IMPL_io_pins=114
export IMPL_slew_headroom_pct=18.9
export IMPL_utilization_pct=56.5
export IMPL_drv_cap=0
export IMPL_yosys_stat_cells=4998
export IMPL_tritoncts="yes"
export IMPL_dieArea_um2=107000
export IMPL_cts_root_buffer="clkbuf_16"
export IMPL_min_period_over_period_pct=91.4
export IMPL_h_tree_depth=3
export IMPL_ys_types=73
export IMPL_vias_per_cell=7.68
export IMPL_placed_area_um2=55800
export IMPL_peakVddDrop_mv=0.182
export IMPL_rows=119
export IMPL_maxSlewViolCount=0
export IMPL_fillerInstances=8851
export IMPL_gp_routability_congestion=1.06
export IMPL_warnings=45
export IMPL_ys_sh_mux_pct=21.5
export IMPL_leakagePower_nw=25.5
export IMPL_synth_area_um2=53100
export IMPL_fin_skew_ps=0
export IMPL_cp_start_kind="primary input"
export IMPL_crit_type="in -> out"
export IMPL_overflow=0
export IMPL_synthToLayoutAreaGrowth_pct=12.1
export IMPL_grt_max_degree=121
export IMPL_die_width_um=328
export IMPL_drt_met1_wl_um=90900
export IMPL_compound_area_share_pct=7.12
export IMPL_synth_flop_count=992
export IMPL_worstPathRequired_ps=6480
export IMPL_simple_gate_share_pct=19.8
export IMPL_largest_reg_flops=992
export IMPL_top_cells_by_area="dfrtp_1 47%, mux2_2 21%, nand3_1 11%"
export IMPL_drc=0
export IMPL_cp_max_fo=32
export IMPL_routed_top_layer="met5"
export IMPL_synth_xor_area_share_pct=0
export IMPL_grt_pass1_wl_um=365000
export IMPL_largest_register="RF_DATA"
export IMPL_cts_buffers=107
export IMPL_io_buffers=113
export IMPL_hold_path_class="reg -> reg"
export IMPL_whs_path_depth=1
export IMPL_finalCriticalPeriod_ps=7400
export IMPL_syn_inst=4998
export IMPL_top_cell_area_share_pct=46.8
export IMPL_grt_use_total_pct=50.7
export IMPL_drt_pass1_iter_count=24
export IMPL_arrival_ps=5780
export IMPL_grt_pass1_vias=46993
export IMPL_fin_tns_setup_ps=0
export IMPL_wire_per_inst_um=40.9
export IMPL_powerDensity_nw_per_um2=239
export IMPL_insertion_delay_ps=720
export IMPL_drive_gt1_share_pct=30.2
export IMPL_post_cts_buffers=0
export IMPL_reg2reg_depth=1
export IMPL_ant_nets=0
export IMPL_wl_met3_um=45300
export IMPL_hold_viol=0
export IMPL_async_reset_ff_share_pct=100
export IMPL_synth_adder_area_share_pct=0
export IMPL_dp_hpwl_um=152000
export IMPL_cts_hold_buf=0
export IMPL_ys_warn_count=2
export IMPL_ys_top_logic_family="multiplexers"
export IMPL_clkTransAtPathRegs_ps=60
export IMPL_coreArea_um2=105000
export IMPL_vias=48875
export IMPL_grt_antenna_before_repair=22
export IMPL_yosysChipArea_um2=53100
export IMPL_finalSetupViolations=0
export IMPL_rsz0062_at_grt="false"
export IMPL_edf_count=0
export IMPL_ys_seq_share_pct=46.8
export IMPL_dp_cells=6168
export IMPL_finalInstanceArea_um2=59500
export IMPL_drtIter0Drc=7193
export IMPL_synth_area_per_cell_um2=10.6
export IMPL_met2WireLength_um=103000
per-layer routing:
metal  vias up  global-route usage (%)
li1      18759                       -
met1     24324                    65.8
met2      4412                    65.3
met3      1352                    31.1
met4        28                    30.5
met5         -                   0.488
Yosys cell counts (38+ instances only):
library cell and n:
nand4_1 290, a21oi_1 107, a22o_1 39, nand3_1 1135, a22oi_1 156, a31oi_1 53, buf_1 89, buf_2 200
and3_1 132, dfrtp_1 992, nor4_1 75, clkbuf_1 261, nor2_1 38, mux2_2 996, nand2_1 57
through the flow:
| step | setup WS [ps] | hold slack (ps) | total power, W |
|---|---|---|---|
| floorplan | 3470 | 480 | 0.00786 |
| global placement | 1050 | 499 | 0.00894 |
| detailed placement | 1000 | 507 | 0.00897 |
| CTS | 998 | 520 | 0.0141 |
| global route | 825 | 544 | 0.0146 |
| finish | 700 | 525 | 0.0142 |
final cells by class:
class                      count  area, um^2  share of cell area, %
timing repair buffer         354        3170                   5.32
tap                         1391        1740                   2.92
inverter                       2        7.51                 0.0126
clock buffer                 164        3260                   5.48
clock inverter                22         418                  0.702
sequential                   992       24800                   41.7
multi-input combinational   3429       26100                   43.8
antenna                       13        32.5                 0.0546
logic make-up (layout without fill, tap and decap cells):
family,after synthesis,in the layout
simple gates,1904,1904
mux,1014,1014
flops,992,992
buf+inv,577,542
compound gates,511,511
other cells,0,13
final timing paths:
path	slack (ps)	from	to
hold / removal	530	RF_DATA[28][28]	RF_DATA[28][28]
setup / recovery	700	addr1[2]	data1[31]
min in group asynchronous	870	reset	RF_DATA[19][7]
max in group asynchronous	5160	reset	RF_DATA[22][19]
setup reg to reg	7210	RF_DATA[16][16]	RF_DATA[16][16]
hold reg to reg	530	RF_DATA[28][28]	RF_DATA[28][28]
where the power goes:
group | leakage (nW) | total [W] | switching [W] | internal [W]
Combinational | 11.0 | 0.00220 | 0.00112 | 0.00108
Sequential | 12.7 | 0.00682 | 0.000904 | 0.00592
Clock | 1.82 | 0.00522 | 0.00210 | 0.00312
Total | 25.5 | 0.0142 | 0.00412 | 0.0101
layout by cell type (no fill, tap or decap), types with 43 or more instances in the layout:
cell and instances:
a21oi_1 107, a22oi_1 156, a31oi_1 53, and3_1 130
buf_4 223, clkbuf_16 109, clkdlybuf4s50_1 105, dfrtp_1 992
mux2_2 996, nand2_1 43, nand3_1 1133, nand4_1 290
nor4_1 75
worst max-delay path, cell delays in order:
cell	delay (ps)
buf_2	720
and3b_2	620
and2_1	930
buf_4	440
a22oi_1	140
and4_1	240
a31oi_1	450
clkdlybuf4s50_1	560
Power figures rest on the tool's default switching activity, not on a simulated workload.
